==> /design/flow/design.v <==
module imm 
	(
    input 					clk,
    input	[11:0]		image_pixel, mask_pixel, 	 
    input	[7:0]			pixel_row,						 
    input	[8:0]			pixel_col,						 
    input	[7:0]			mask_row_offset,
    input	[8:0]			mask_col_offset,
	 output reg	[7:0]		pixel_row_out,					 
	 output reg	[8:0]		pixel_col_out,
	 output reg [6:0]		mask_row,						 
	 output reg [7:0]		mask_col,
    output reg	[11:0]	pixel_result					 
	);
    reg  [11:0]	image_pixel_reg;
    reg  [7:0]		pixel_row_reg;
    reg  [8:0]		pixel_col_reg;
    reg  [7:0]		mask_row_offset_reg;
    reg  [8:0]		mask_col_offset_reg;
  always @(posedge clk) begin
		image_pixel_reg		<= image_pixel;
		pixel_row_reg			<= pixel_row;
		pixel_col_reg			<= pixel_col;
		mask_row_offset_reg 	<= mask_row_offset;
		mask_col_offset_reg 	<= mask_col_offset;
  end
  always @(*) begin
	 mask_row 		= (pixel_row_reg - mask_row_offset_reg);
	 mask_col 		= (pixel_col_reg - mask_col_offset_reg);
	 pixel_row_out = pixel_row_reg;
	 pixel_col_out = pixel_col_reg;
    if (pixel_row_reg >= mask_row_offset_reg
        && pixel_row_reg < (mask_row_offset_reg + 177)			
        && pixel_col_reg >= mask_col_offset_reg
        && pixel_col_reg < (mask_col_offset_reg + 110)
       ) begin	
      pixel_result = image_pixel_reg ^ mask_pixel;
    end  
    else begin
		pixel_result = image_pixel_reg;
    end  
  end  
endmodule  
==> /design/flow/run.sh <==
#!/bin/bash
# OpenROAD 26Q1-2900-gdf79404cd8, Yosys 0.63+post, stock flow scripts
make -C /OpenROAD-flow-scripts/flow DESIGN_CONFIG=/design/flow/config.mk WORK_HOME=/design/flow/orfs finish
==> /design/flow/config.mk <==
export PLATFORM = sky130hd
export DESIGN_NAME = imm
export DESIGN_NICKNAME = imm
export VERILOG_FILES = /design/flow/design.v
export SDC_FILE = /design/flow/constraint.sdc
export NUM_CORES = 4
export LEC_CHECK = 1
export CORE_UTILIZATION = 50
==> /design/flow/constraint.sdc <==
current_design imm

set clk_period 4.5
set clk_io_pct 0.2

create_clock -name clk0 -period $clk_period [get_ports {clk}]

set non_clock_inputs [all_inputs -no_clocks]
set_input_delay [expr $clk_period * $clk_io_pct] -clock clk0 $non_clock_inputs
set_output_delay [expr $clk_period * $clk_io_pct] -clock clk0 [all_outputs]
==> Changelog: implementation <==
## Flow update

- Max-Cap Viols: 0
- Number of enable flip-flop cells: 0
- Post-Synthesis Cells: about 240
- Initial core utilization: 52.2%
- Vias in the first global route: ~1.8k
- Setup Fix Bufs, Post-CTS: 0
- Overflow after GRT: 0
- Worst-path cell chain: inv_1 -> nor3_1 -> a21oi_1 -> a21o_1 -> xnor2_1 -> ha_1 -> a21oi_1 -> o211ai_1 -> a22o_4 -> nor3_1 -> xor2_1 -> clkdlybuf4s50_1
- Io pins: 103
- Iteration-0 DRC Markers: 30
- Mean routed wirelength per cell: 11.8 um
- Commonest flop: dfxtp_1
- FMAX: 230 MHz
- Util after Layout: 78.2%
- Bufs and invs on worst path: 2
- Met3 routed WL: 250 um
- Total power divided by cell area: between 200 and 300 nW/um2
- Slew HR: 76.5%
- Critical path type: flip-flop to output port
- Die area: 5220 um2
- Max Slew Vio Count: 0
- Cycle use final: a little over nine tenths
- Routed wire length: 4910 um
- Row cnt: 25
- Drt drc: 0
- Drt pass-1 iters: 5
- Endpoints failing setup: 0
- Critical Path End Type: output port
- Max FFs per register: 12
- Hold Path Class: input port to flip-flop
- Synth cell types: 41
- CP max stage cell: clkdlybuf4s50_1
- All-Layer GR Usage: approximately a fifth
- CP max FO: 12
- Worst setup SP type: flip-flop
- Core area: 4720 um2
- Highest metal layer with signal wires: met4
- Die height: a little over 70 um
- Met2 Routed Length: around 2400 um
- Num CTS Buffers: 5
- Port Buffers: 102
- H-tree level count: 2
- Cell type with the largest total area: dfxtp_1
- YS chip area: between 2000 and 2500 um2
- Post-synth area hogs: dfxtp_1 37%, ha_1 17%, xnor2_1 6.0%
- VDD IR max: around 0.25 mV
- Tot Pwr: between 1 and 1.5 mW
- Fraction of layout cells with a size suffix above 1: 8.91%
- Crit path DRT: around 3.6 ns
- Post-DP HPWL: 4000 um
- Total tool warning count: 28
- Top Family by Delay on Critical Path: AND-OR/OR-AND gates
- Seq share, synth: 37.3%
- Via count: 1,974
- Crit path DAT: 3.45 ns
- Pre-CTS setup slack: 0.310 ns
- Worst-Margin Slew: between 0.3 and 0.4 ns
- Total number of yosys warnings: 1
- Die Wd: around 72 um
- Area delta synth->final: 49.8%
- Antenna Cells: 0
- Avg Cell Area, Syn: 10.3 um2
- Synth Cell Area: between 2000 and 2500 um2
- RePlAce Congestion: 0.847
- Hold Vio Cnt, Final: 0
- Vias per Instance: between 4 and 5
- CTS Sinks: between 40 and 50
- TritonCTS clock tree: built
- First-pass GRT wire length: 7970 um
- Met1 wire length: 2200 um
- Synth async-reset ratio: 0%
- Final WS setup: ~0.15 ns
- Post-route ant nets: 0
- Period minus WS final: 4.35 ns
- Root Buffer: clkbuf_8
- Worst-path clk slew: about 0.080 ns
- Top-area cell share: 37.3%
- Ys flops: 46
- Yosys cell count: 239
- Delay of the slowest critical-path stage: 0.47 ns
- Largest net degree at the start of global routing: 14
- Status: finished, final reports clean
- Initial antenna violation count: 0
- Clock Tree Buf Depth: 2
- P_leak: approximately 1.7 nW
logic make-up (layout without fill, tap and decap cells):
kind of cell / Yosys count / count (layout) / synth area share [%]
AOI/OAI and AO/OA: 43 / 43 / 13.6
and+or+nand+nor: 42 / 42 / 11.4
adders and majority gates: 37 / 37 / 19.7
buffers and inverters: 39 / 148 / 6.54
DFF: 46 / 46 / 37.3
xor gates and xnor gates: 32 / 32 / 11.4
cell usage after synthesis (3+ instances only):
master	n
a21o_1	7
a21oi_1	7
a31oi_1	3
dfxtp_1	46
fa_1	3
ha_1	34
inv_1	37
nand2_1	3
nand2b_1	3
nor2_1	6
nor2b_1	6
nor3_1	5
nor3_2	9
o21ai_0	7
xnor2_1	17
xor2_1	15
report_power, final:
part           internal [mW]  leakage, nW  total, mW  switching, mW
combinational          0.199         1.21      0.311          0.111
clock                  0.155       0.0575      0.279          0.124
sequential             0.429        0.388      0.447         0.0181
total                  0.783         1.66       1.04          0.254
what timing repair did:
item / CTS / global route
gates resized: 1 / 6
hold buffers: 0 / 0
hold endpoints to repair: 0 / 0
endpoints found under the setup margin: 4 / 12
pin swaps: 0 / 2
final cells by class:
type                    instances  area, um2
fillers                       322       1030
repair buffers                103       1030
clock buffers                   8        110
inverters                      37        139
flip-flops and latches         46        921
well taps                      67       83.8
multi-input cells             154       1410
path summary, 6_finish.rpt:
kind / startpoint / endpoint / slack (ns) / cells after the start
hold / removal: image_pixel[6] / image_pixel_reg[6] / 1.05 / 1
setup / recovery: mask_row_offset_reg[2] / pixel_result[0] / 0.15 / 12
metal layers:
layer	up-vias	global-route usage (%)
li1	1028	-
met1	887	28.3
met2	54	33.3
met3	5	3.94
met4	0	1.96
met5	-	0
cell usage in the layout, fill, tap and decap left out, types with 2 or more instances in the layout:
cell	Yosys	routed
xnor2_1	17	17
nor3_2	9	9
inv_1	37	36
o32ai_2	2	2
ha_1	34	34
nand2b_1	3	3
o21a_1	2	2
nand3_1	2	2
nor2_1	6	6
nand2_1	3	3
clkdlybuf4s50_1	0	102
a21o_1	7	7
xor2_1	15	15
nor3_1	5	4
dfxtp_1	46	46
a21oi_1	7	7
a21boi_0	2	2
nor3_4	1	2
clkbuf_8	0	8
fa_1	3	3
nor2b_1	6	6
o2111ai_1	2	2
o21ai_0	7	7
a31oi_1	3	3
through the flow:
stage	cells	setup TNS [ns]	hold slack (ns)	instance area, um2
2_1_floorplan	239	0	0.928	2470
3_3_place_gp	407	0	1.35	3560
3_5_place_dp	407	0	1.35	3560
4_1_cts	415	0	1.03	3670
5_1_grt	415	-0.108	1.03	3690
6_report	415	0	1.05	3690
No activity file was given, so power comes from the tool's default toggle rates.
