==> flow/design.v <==
`timescale 1ns / 1ps
module clockDiv(
    input clk,
    input [31:0] div,
    output reg out
    );
	reg [31:0] count;
	reg inc;
	reg outhold;
	reg max;
	always begin inc=(count>max); max=div>>1;end
	always@(posedge clk)begin
		case(inc)
			1:begin count=0; out=~out; end
			0:begin count=count+1; end
		endcase
	end
endmodule
`timescale 1ns / 1ps
module vga_controller
	(
	input						clk,
	input			[11:0]	ram_pixel,
	output					vga_vs,
	output					vga_hs,
	output 		[3:0]		vga_r,
	output 		[3:0]		vga_g,
	output 		[3:0]		vga_b,
	output reg	[7:0] 	row_read,
	output reg 	[8:0] 	col_read	
	);
	parameter hpixels = 800; 
	parameter vlines = 521;  
	parameter hpulse = 96; 	 
	parameter vpulse = 2; 	 
	parameter hbp = 50; 		 
	parameter hfp = 784; 	 
	parameter vbp = 15; 		 
	parameter vfp = 511; 	 
	wire [9:0] hc,vc;
	wire	hFree;	 
	wire	vFree;	 
	assign vga_r = ram_pixel[11:8];	 
	assign vga_g = ram_pixel[7:4];
	assign vga_b = ram_pixel[3:0];	 
	always@(*)begin
			if (vc >= vbp
				&& vc < (vbp + 240)
				&& hc >= hbp
				&& hc < (hbp + 320)
				) begin
				row_read = vc - vbp;
				col_read = hc - hbp;
			end
			else
			begin
				row_read = 0;
				col_read = 0;
			end
		end
	vgaPulse H(pixelClk,hpulse,hbp,hfp,hpixels,vga_hs,hFree,hc);
	vgaPulse V(vga_hs,vpulse,vbp,vfp,vlines,vga_vs,vFree,vc);
	clockDiv pixelClock(clk,32'd4,pixelClk);
endmodule
module vgaPulse(clk,stage1,stage2,stage3,endStage,syncPulse,free,position);
	reg [12:0] count;
	reg inc;
	reg[10:0] posCount;
	output [10:0] position;
	assign position=posCount;
	input [21:0] stage1,stage2,stage3,endStage;
	input clk;
	reg S0,S1,S2,S3;
	output  syncPulse,free;
	assign free=fr;
	assign syncPulse=sp;
	reg fr,sp;
	always@(*)begin
	inc=(count>endStage);
	S0<=(((count>21'd0)||(count==21'd0))&&(count<stage1)||(count==endStage));
	S1<=(((count>stage1)||(count==stage1))&&(count<stage2));
	S2<=(((count>stage2)||(count==stage2))&&(count<stage3));
	S3<=(((count>stage3)||(count==stage3))&&(count<endStage));
	end
	always@(negedge clk)begin
	fr<=S2;
	sp<=S1||S2||S3;
	end
	always@(posedge clk) begin
		case(free)
			0:posCount=0;
			1:posCount=posCount+1;
		endcase
		case(inc)
			1:count=0;
			0:count=count+1;
		endcase
	end
endmodule
==> flow/run.sh <==
#!/bin/bash
# OpenROAD 26Q1-2900-gdf79404cd8, Yosys 0.63+post, stock flow scripts
make -C /OpenROAD-flow-scripts/flow DESIGN_CONFIG=/design/flow/config.mk WORK_HOME=/design/flow/orfs finish
==> flow/config.mk <==
export PLATFORM = sky130hd
export DESIGN_NAME = vga_controller
export DESIGN_NICKNAME = vga_controller
export VERILOG_FILES = /design/flow/design.v
export SDC_FILE = /design/flow/constraint.sdc
export NUM_CORES = 4
export LEC_CHECK = 1
export CORE_UTILIZATION = 40
==> flow/constraint.sdc <==
current_design vga_controller

set clk_period 1.4
set clk_io_pct 0.2

create_clock -name clk0 -period $clk_period [get_ports {clk}]

set non_clock_inputs [all_inputs -no_clocks]
set_input_delay [expr $clk_period * $clk_io_pct] -clock clk0 $non_clock_inputs
set_output_delay [expr $clk_period * $clk_io_pct] -clock clk0 [all_outputs]
==> results.yml <==
# physical design summary
critical_path:
  critPathArrivalTime_ps: 1440
  critPathLaunchType: "flop"
  cp.required_ps: 1380
  criticalPathCategory: "flop to flop"
  cp_max_fo: 4
  worstSetupEndpointType: "flop"
finish:
  most-common-layout-cells: "dfxtp_1, nor2_1, conb_1"
  fin_util: 0.470
  instances_no_fill: 482
  design_area_mm2: 0.00369
  syn_to_final_growth_pct: 11.8
  seq_area_mm2: 0.00167
  n_fill_cell: 734
  comb_area_mm2: 0.00154
  lay_top_count: "dfxtp_1"
  drive_gt1_frac: 0.0447
clock_network:
  numCtsBuffers: 5
  clock_latency_ps: 270
  cts_tree: "built"
  cts.path.max_buffers: 2
  clk_pin_slew_worst_paths_ps: 60
  post-cts-setup-buffer-count: 0
  htree_num_levels: 2
  holdBufCountCts: 0
  root_buffer: "clkbuf_8"
place:
  dp_slack_ps: -69.7
  post-dp-hpwl_um: 3170
  placed_cell_area_mm2: 0.00359
  gp_congestion: 0.817
  port_buffers: 19
  placedCellCount: 474
detailed_routing:
  drtIter0Drc: 70
  drc_errors: 0
  ant_nets: 0
  wl_um: 4260
  firstDrtPassIters: 4
  antennaDiodeCount: 0
  dr_total_vias: 2113
  vias_per_cell: 4.38
  post_drt_wl_per_cell_um: 8.85
run_status:
  violations: "setup timing"
  status: "finished with violations"
timing:
  grt_setup_unrepaired: "true"
  tightest_slew_ps: 723
  fin_crit_ps: 1460
  min_period_over_period: 1.04
  finalWorstSetupSlack_ps: -60.5
  untimed_endpoints: 63
  fmax_ghz: 0.685
  setup_violations: 1
  hold_viol: 0
  slew_violations: 0
  finClkSkew_ps: 3.31
  unclocked_pins: 50
  timing.slew.headroom: 0.515
die:
  num_rows: 32
  die_y_um: 92.8
  ios: 44
  dieWidth_um: 92.8
  initial_utilization: 0.420
  core_area_mm2: 0.00785
  dieArea_mm2: 0.00861
pwr:
  p_clk_frac: 0.386
  swShare: 0.192
  pwr-share-comb: 0.009
  power.internal_uw: 1340
  seqPwrFrac: 0.606
  leakage_uw: 0.00140
  power_switching_uw: 317
  powerDensity_mw_per_mm2: 449
  irDropWorstVdd_uv: 1070
  power_uw: 1650
yosys:
  ys_ff: 83
  synthFlopType: "dfxtp_1"
  synth_area_mm2: 0.00330
  synth.distinct_cells: 45
  yosysCellCount: 339
  yosysWarnings: 14
  edf_count: 1
  syn_avg_cell_area_um2: 9.73
  ys_area_mm2: 0.00330
  async_flop_share: 0
  synth_cells: 339
  yosysSeqAreaShare: 0.507
grt:
  grt_max_degree: 26
  grtUsageMet2: 0.188
  grt_overflow: 0
  use_met3: 0.0159
  grt.total_usage: 0.112
  globalRoute.busiestLayer: "met2"
  antenna_found_initial: 0
  grt_pass1_wl_um: 7870
  grt_use_met1: 0.165
  grt_pass1_vias: 1894
min_path:
  hp-class: "flop to flop"
run:
  maxCapViolations: 0
  warnings: 33
==> power groups by stage <==
stage	logic, µW	registers [µW]	clock network (µW)
6_report	14.2	1000	638
5_1_grt	20.5	1010	711
4_1_cts	13.6	1000	666
==> cell type report <==
class,instances,share of cell area
Sequential cell,83,0.453
Inverter,17,0.0173
Clock inverter,2,0.00271
Clock buffer,6,0.0197
Timing Repair Buffer,20,0.0536
Multi-Input combinational cell,252,0.419
Tap cell,102,0.0346
==> through the flow <==
stage / hold slack [ps] / setup TNS, ps
detailed placement: 438 / -69.7
finish: 439 / -60.5
global placement: 427 / -74.0
floorplan: 417 / 0
global route: 482 / -282
CTS: 453 / -99.8
==> state kept, by name (all words and copies together) (netlist names) <==
register and flops:
pixelClock.out 1, H.sp 1, H.fr 1, H.count 13, H.posCount 10, pixelClock.count 32, V.posCount 10, V.fr 1
V.count 13, V.sp 1
==> final timing paths <==
check,start,end,slack (ps),depth (start not counted)
worst min-delay path,pixelClock.count[0]$_SDFF_PN0_,pixelClock.count[0]$_SDFF_PN0_,440,1
worst max register to register,pixelClock.count[26]$_SDFF_PN0_,pixelClock.out$_DFFE_PN_,-60,3
worst max-delay path,pixelClock.count[26]$_SDFF_PN0_,pixelClock.out$_DFFE_PN_,-60,3
worst min register to register,pixelClock.count[0]$_SDFF_PN0_,pixelClock.count[0]$_SDFF_PN0_,440,1
==> repair_timing <==
item / in CTS / in global routing
endpoints found under the setup margin: 2 / 4
resized: 0 / 3
pin swaps: 1 / 4
==> kinds of logic after synthesis <==
kind of cell | share of synthesized area
other cells | 0.00114
fa+ha+maj | 0.0455
flops | 0.507
buf+inv | 0.0683
compound gates | 0.0596
xor+xnor | 0.0983
simple gates | 0.220
==> layer usage <==
layer	part of all wire	vias up
met3	0.025	0
met1	0.52	921
met2	0.45	26
met5	0	-
li1	-	1166
met4	0	0
==> synthesized netlist by cell type, types with 4 or more instances <==
library cell,number,share of area
a31oi_1,4,0.0076
and2_1,13,0.025
and4_1,4,0.011
buf_4,12,0.027
dfxtp_1,82,0.50
ha_1,12,0.046
inv_1,17,0.019
nand2_1,20,0.023
nand3_1,11,0.017
nand4_1,5,0.0095
nor2_1,49,0.056
nor2b_1,5,0.0095
nor3_1,12,0.018
nor4_1,9,0.017
o21ai_0,4,0.0061
or3_1,4,0.0076
xnor2_1,24,0.064
xor2_1,13,0.035
==> worst max-delay path, stage by stage, from the launching register on <==
cell	delay (ps)
dfxtp_1	290
or4_4	530
nor4_2	140
nand4_1	210
Power is estimated from default activity; no workload was simulated.
