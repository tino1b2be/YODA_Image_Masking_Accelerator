$ cat flow/run.sh
#!/bin/bash
# OpenROAD 26Q1-2900-gdf79404cd8, Yosys 0.63+post, stock flow scripts
make -C /OpenROAD-flow-scripts/flow DESIGN_CONFIG=/design/flow/config.mk WORK_HOME=/design/flow/orfs finish
$ cat flow/config.mk
export PLATFORM = sky130hd
export DESIGN_NAME = transfer_interface
export DESIGN_NICKNAME = transfer_interface
export VERILOG_FILES = /design/flow/design.v
export SDC_FILE = /design/flow/constraint.sdc
export NUM_CORES = 4
export LEC_CHECK = 1
export CORE_AREA = 10 10 83 83
export DIE_AREA = 0 0 93 93
$ cat flow/constraint.sdc
current_design transfer_interface

set clk_period 2.5
set clk_io_pct 0.2

create_clock -name clk0 -period $clk_period [get_ports {Clock}]

set non_clock_inputs [all_inputs -no_clocks]
set_input_delay [expr $clk_period * $clk_io_pct] -clock clk0 $non_clock_inputs
set_output_delay [expr $clk_period * $clk_io_pct] -clock clk0 [all_outputs]
$ cat flow/design.v
module transfer_interface(
	input 				Clock,
	input		  [11:0] rom_pixel,	 
	output reg [11:0] pixel_out,	 
	output reg [7:0] 	pix_row,		 
	output reg [8:0] 	pix_col,		 
	output reg [7:0] 	rom_pix_row,	 
	output reg [8:0] 	rom_pix_col	 
	);
	reg [7:0] row_count = 0;
	reg [8:0] col_count = 0;
	always @(posedge Clock) begin
		col_count = col_count + 1;
		if(col_count > 320)
		begin
			col_count = 0;
			row_count = row_count + 1;
			if(row_count > 240)
			begin
				row_count = 0;
			end
		end
	end
	always @(*) begin
		rom_pix_col = col_count;
		rom_pix_row = row_count;
		pixel_out = rom_pixel;
		pix_row = row_count;
		pix_col = col_count;
	end
endmodule
==> run notes <==
## Clock tree
- 0 — Resized cells post-CTS
- 0 — CTS hold repair buffers
- sky130_fd_sc_hd__clkbuf_8 — CTS Root Buffer Type
- 1 — CTS HTree Levels
- 0.25 ns — Clk Latency, worst-skew pair
- 17 — TritonCTS Sinks
- done — TritonCTS clock tree
- 0.07 ns — CTS clock-pin slew for the worst setup and hold paths
- 0 — setup bufs post-CTS
- 3 — total CTS buffers
- 2 — Max clock buf depth

## Placement
- 0.827 — RePlAce Congestion
- 34 — number of port buffers
- 0.225 ns — pre-CTS setup slack
- 2090 microns — sum of net half-perimeters after detailed placement
- 1390 sq um — placement-stage cell area
- 198 — placed insts

## Route
- 865 — total number of vias
- 34 — initial drt markers
- 4.28 — DR vias/cell
- 2670 microns — Detailed Route WL
- 0 — ant diodes
- 0 — antenna-violating nets left
- 4 — number of detailed-routing iterations run before antenna repair
- 13.2 microns — Routed WL per cell
- 0 — Remaining DRCs

## Finish
- 9.85% — share of layout cells above drive strength 1
- 420 sq um — area of all sequential standard cells
- 527 sq um — total area of multi-input combinational cells
- 553 — number of fillers in the final layout
- 22.0% — post-synthesis to final-layout area growth
- 202 — final instance count without filler cells
- 1440 sq um — area of all placed cells without fillers

## Synth
- 1180 sq um — netlist area before placement
- 9.56 sq um — average footprint of a synthesized cell
- 1 — YS warnings
- 8 — post-synth tally of flip-flops with integrated enable
- sky130_fd_sc_hd__edfxtp_1, sky130_fd_sc_hd__buf_4, sky130_fd_sc_hd__dfxtp_1 — Main area contributors
- 36 — distinct cell type count after synthesis
- 123 — yosys stat cell total
- sky130_fd_sc_hd__dfxtp_1 — commonest register cell after synthesis
- 1180 sq um — summed standard-cell area reported by yosys
- 20.4% — top area contributor share
- 35.7% — sequential cell area fraction in the yosys report
- 17 — ys flops
- 0% — ys async rst share
- 123 — instance count of the mapped netlist
- sky130_fd_sc_hd__edfxtp_1 — post-synth top area cell

## Die
- 93 microns — horizontal die dimension
- 5140 sq um — Core Footprint
- 8650 sq um — die area
- 26 — FP Rows
- 22.9% — Initial Utilization
- 93 microns — overall die height
- 59 — total I/O pin count

## STA
- 0.000844 ns — setup skew after layout
- 91.0% — final critical-path share of the clock period
- 66.9% — Max-slew headroom
- 439 MHz — maximum clock frequency
- 0 ns — aggregate negative setup slack
- 0 — final number of max-transition violations
- 0 — final hold violation count
- 0.225 ns — worst setup margin
- 0 — final tally of setup violations
- false — unrepaired setup endpoints after global routing
- 2.28 ns — shortest period the worst path allows
- 0.495 ns — transition at the pin with the smallest max-transition slack

## Setup path
- register — endpoint type of the worst setup path
- 2.20 ns — arrival time reported for the critical path endpoint
- 8 — critical path fanouts, max
- register to register — crit path kind
- register — startpoint kind of the worst setup timing path
- 2.43 ns — CP required

## Flow run
- 0 — MaxCap Viol Count
- 26 — tool warning count

## Power
- 347 nW/um^2 — Pwr Density
- 160 uV — IR drop worst, VDD
- 0.499 mW — Final Power
- 0.527 nW — cell leakage power

## Global route
- 0 — total congestion overflow
- 5.97% — overall global routing resource usage
- 853 — vias in the first global route
- 12 — largest net degree at the start of global routing
- 4340 microns — first-pass GRT wire length
- 0 — initial antenna violation count

## Worst hold path
- register to register — type of the tightest min-delay check

## Run status
- finished clean — outcome

[synth_stat cells, types with 3 or more instances]
cell                       count
sky130_fd_sc_hd__o21ai_0       3
sky130_fd_sc_hd__xnor2_1       5
sky130_fd_sc_hd__nand3_1       4
sky130_fd_sc_hd__nand2_1      10
sky130_fd_sc_hd__a21oi_1       6
sky130_fd_sc_hd__inv_1         3
sky130_fd_sc_hd__ha_1          3
sky130_fd_sc_hd__nor3_1        4
sky130_fd_sc_hd__dfxtp_1       9
sky130_fd_sc_hd__buf_4        29
sky130_fd_sc_hd__edfxtp_1      8
sky130_fd_sc_hd__or3_1         3
sky130_fd_sc_hd__xor2_1        3
sky130_fd_sc_hd__nand4_1       3
sky130_fd_sc_hd__a211oi_1      4
[path summary, 6_finish.rpt]
check | from | endpoint | slack [ns] | cells after the start
max reg2reg | col_count[0] | row_count[4] | 0.22 | 5
max | col_count[0] | row_count[4] | 0.22 | 5
min reg2reg | col_count[0] | col_count[0] | 0.58 | 1
min | col_count[0] | col_count[0] | 0.58 | 1
[report_power, final]
part | internal, mW | leakage, nW | total, mW | switching (mW)
clock | 0.112 | 0.0217 | 0.210 | 0.0980
sequential | 0.288 | 0.166 | 0.288 | 0
combinational | 0 | 0.340 | 0.000000340 | 0
total | 0.400 | 0.527 | 0.499 | 0.0980
[sequential cells by signal (all words and copies together) (netlist names)]
register	cells
col_count	9
row_count	8
[layer usage]
metal | part of all wire (%) | GRT usage, % | vias up
met2 | 49 | 10.2 | 26
met3 | 12 | 2.83 | 2
met1 | 40 | 6.86 | 399
met4 | 0.22 | 0.643 | 0
li1 | - | - | 438
met5 | 0 | 0 | -
[cell type report]
class	instances	share of cell area [%]
tap	70	6.10
clock buffer	3	2.88
inverter	3	0.785
clock inverter	1	0.523
sequential	17	29.3
multi-input combinational	74	36.7
timing repair buffer	34	23.7
[logic make-up after synthesis]
logic type      Yosys count  share of synthesized area (%)
buf+inv                  32                           19.5
flops                    17                           35.7
xor+xnor                  8                           5.96
fa+ha+maj                 3                           3.19
compound gates           31                           20.5
simple gates             32                           15.1
[cells in the final DEF, fill, tap and decap left out, types with 4 or more instances in the layout]
cell,count
sky130_fd_sc_hd__nand2_1,10
sky130_fd_sc_hd__xnor2_1,5
sky130_fd_sc_hd__a211oi_1,4
sky130_fd_sc_hd__a21oi_1,6
sky130_fd_sc_hd__clkdlybuf4s50_1,34
sky130_fd_sc_hd__edfxtp_1,8
sky130_fd_sc_hd__nor3_1,4
sky130_fd_sc_hd__nand3_1,4
sky130_fd_sc_hd__dfxtp_1,9
[through the flow]
stage | hold WS, ns | utilization, %
floorplan | 0.492 | -
global placement | 0.572 | 27.0
global route | 0.626 | 27.9
detailed placement | 0.578 | 27.0
finish | 0.577 | 27.9
CTS | 0.582 | 27.9
[critical path, cell delays in order, from the launching register on]
cell	delay, ns
sky130_fd_sc_hd__dfxtp_1	0.45
sky130_fd_sc_hd__ha_1	0.24
sky130_fd_sc_hd__nand3_2	0.17
sky130_fd_sc_hd__or3_4	0.47
sky130_fd_sc_hd__a22oi_4	0.28
sky130_fd_sc_hd__a21o_1	0.35
No activity file was given, so power comes from the tool's default toggle rates.
